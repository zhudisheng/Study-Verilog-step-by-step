==> design.v <==
module add4(a,b,cin,sum,cout);
	input [3:0] a,b;
	input cin;
	output cout;
	output [3:0] sum;
	wire [3:1] c;
	fa u1(a[0],b[0],cin,sum[0] ,c[1]);
	fa u2(a[1],b[1],c[1],sum[1],c[2]);
	fa u3(a[2],b[2],c[2],sum[2],c[3]);
	fa u4(a[3],b[3],c[3],sum[3],cout);
endmodule
module add8(a,b,cin,sum,cout);
	input [7:0] a,b;
	input cin;
	output cout;
	output [7:0] sum;
	wire c4, c8_0,c8_1;
	wire zero_add_cin,one_add_cin;
	wire [7:4] sum_0,sum_1;
	add4 u1(a[3:0],b[3:0],cin,sum[3:0],c4);
	add4 zero_add(a[7:4],b[7:4],zero_add_cin,sum_0,c8_0);
	add4 one_add(a[7:4],b[7:4],one_add_cin,sum_1,c8_1);
	assign sum[7:4] = c4 ? sum_1:sum_0;
	assign cout = c4 ? c8_1 : c8_0;
	assign zero_add_cin = 0;
	assign one_add_cin = 1;
endmodule
module fa(a,b,cin,sum,cout);
	input a,b,cin;
	output sum,cout;
	assign {cout,sum} = a + b + cin;
endmodule
==> run.sh <==
#!/bin/bash
# OpenROAD 26Q1-2900-gdf79404cd8, Yosys 0.63+post, stock flow scripts
make -C /OpenROAD-flow-scripts/flow DESIGN_CONFIG=/design/flow/config.mk WORK_HOME=/design/flow/orfs finish
==> config.mk <==
export PLATFORM = sky130hd
export DESIGN_NAME = add8
export DESIGN_NICKNAME = add8
export VERILOG_FILES = /design/flow/design.v
export SDC_FILE = /design/flow/constraint.sdc
export NUM_CORES = 4
export LEC_CHECK = 1
export CORE_AREA = 10 10 70 70
export DIE_AREA = 0 0 80 80
==> constraint.sdc <==
current_design add8

set clk_period 4.2
set clk_io_pct 0.2

create_clock -name clk0 -period $clk_period

set non_clock_inputs [all_inputs -no_clocks]
set_input_delay [expr $clk_period * $clk_io_pct] -clock clk0 $non_clock_inputs
set_output_delay [expr $clk_period * $clk_io_pct] -clock clk0 [all_outputs]
==> qor.yml <==
timing:
  max_freq_mhz: 246
  hold-worst-slack_ns: 2.54
  worstMarginPinSlew_ns: 0.148
  finalSetupViolCount: 0
  rsz0062_at_grt: "false"
  hold_violations: 0
  period_used_pct: 96.6
  drv_slew: 0
  fin_crit_ns: 4.06
  relSlewSlack_pct: 89.9
synthesis:
  ys_cells: 39
  syn_avg_cell_area_sq_um: 9.85
  yosysUniqueCellTypes: 8
  ys_seq_share_pct: 0
  synth_area_sq_um: 384
  synth_warnings: 0
  ys_chip_area_sq_um: 384
  synth_cells: 39
power:
  clkPwrFrac_pct: 0
  p_int_mw: 0.0601
  total_power_mw: 0.0884
  power.switching_mw: 0.0284
  combPwrFrac_pct: 100.0
  seq_power_share_pct: 0
  p_sw_share_pct: 32.1
  peakVddDrop_mv: 0.0483
  leakage_nw: 0.349
  powerDensity_nw_per_um2: 124
routing:
  num_antenna_cells: 0
  dr.pass1.iters: 4
  drt-initial-drc-count: 6
  wirelength_um: 989
  viasPerCell: 2.78
  wl_per_cell_um: 8.83
  postRouteAntennaNets: 0
  num_vias: 311
  drc_errors: 0
finish:
  flop-count: 0
  fin_area_sq_um: 716
  fill_cells: 385
  seq_area_sq_um: 0
  layout-drive-gt1-share_pct: 21.2
  area_growth_pct: 86.3
  clkbuf_count: 0
die:
  ios: 26
  dieArea_sq_um: 6400
  fp_util_pct: 11.2
  rows: 21
  die_w_um: 80
  die.size.y_um: 80
  coreArea_sq_um: 3420
critical_path:
  worst_path_max_delay_cell: "fa_2"
  arrival_ns: 3.22
  slowest_delay_ns: 0.52
  critPathMaxFanout: 1
  required_ns: 3.36
  endpoint_kind: "output port"
  cp_common_cell: "fa_2"
  cp-startpoint: "a[0]"
  cp_cell_sequence: "clkdlybuf4s50_1 > inv_2 > fa_1 > inv_1 > fa_2 > fa_2 > fa_2 > clkdlybuf4s50_1"
  start_kind: "input pin"
  crit_type: "in2out"
worst_hold_path:
  min_path_cells: 5
  hp-start: "b[4]"
  hold_class: "in2out"
global_route:
  gr-total-overflow: 0
  grt_pass1_vias: 338
  grt_pass1_wl_um: 1590
  grtUsageTotal_pct: 3.06
  grt_max_degree: 4
  antenna_found_initial: 0
placement:
  dpl.hpwl_um: 922
  post_dp_cell_area_sq_um: 676
  gp_congestion: 0.836
  numPortBuffers: 26
flow_run:
  warning_count: 34
  cap_violations: 0
outcome:
  status: "completed"
## repair_timing
item | 4_1_cts | 5_1_grt
setup buffers | 3 | 1
cloned | 0 | 0
setup endpoints to repair | 5 | 5
pin swaps | 3 | 2
hold endpoints to repair | 0 | 0
hold buffers | 0 | 0
gates resized | 8 | 6
## worst max-delay path: cells and delay by family
kind | cells | cell delay (ns)
fa+ha+maj | 4 | 1.37
buf+inv | 4 | 1.02
## cell type report
| type | instances | area (sq um) | share of cell area (%) |
|---|---|---|---|
| inverters | 17 | 63.8 | 8.92 |
| multi-input cells | 17 | 290 | 40.6 |
| well taps | 46 | 57.6 | 8.04 |
| repair buffers | 32 | 304 | 42.5 |
## power by group through the flow
stage         Sequential, mW  Clock, mW  Combinational [mW]
finish                     0          0              0.0884
global route               0          0               0.100
CTS                        0          0              0.0898
## final timing paths
path	to	slack [ns]
hold / removal	sum[4]	2.54
setup / recovery	sum[3]	0.14
## metal layers
layer	global-route usage [%]	vias up	part of all wire (%)
met5	0	-	0
met4	0	0	0
met3	1.82	0	17
met2	3.69	25	29
met1	4.72	132	53
li1	-	154	-
## cells in the mapped netlist, drive strengths merged
master	n	area share, %
fa	10	52
ha	2	6.5
inv	17	17
mux2	1	3.9
mux2i	3	7.8
xor2	1	2.3
buf	5	11
## cells in the final DEF, fill, tap and decap left out, drive strengths merged
| master | n |
|---|---|
| dlymetal6s2s | 2 |
| clkbuf | 1 |
| ha | 2 |
| inv | 17 |
| clkdlybuf4s50 | 21 |
| clkdlybuf4s15 | 1 |
| xor2 | 1 |
| dlygate4sd2 | 1 |
| mux2i | 3 |
| fa | 10 |
| buf | 6 |
| mux2 | 1 |
## per-stage QoR
| step | util [%] | setup TNS [ns] | std cells | setup slack (ns) |
|---|---|---|---|---|
| global route | 21.0 | 0 | 112 | 0.0121 |
| CTS | 20.6 | -0.0535 | 111 | -0.0535 |
| detailed placement | 19.8 | -0.988 | 108 | -0.236 |
| floorplan | - | 0 | 39 | 0.725 |
| global placement | 19.8 | -0.837 | 108 | -0.207 |
| finish | 21.0 | 0 | 112 | 0.142 |
## cell families after synthesis
kind of cell / after synthesis / synth area share (%)
buffers and inverters: 22 / 27.4
adders and majority gates: 12 / 58.6
muxes: 4 / 11.7
xor gates and xnor gates: 1 / 2.28
Power and IR drop assume default switching activity.
