## design/flow/config.mk

```make
export PLATFORM = sky130hd
export DESIGN_NAME = fifo32X8
export DESIGN_NICKNAME = fifo32X8
export VERILOG_FILES = /design/flow/design.v
export SDC_FILE = /design/flow/constraint.sdc
export NUM_CORES = 4
export LEC_CHECK = 1
export CORE_UTILIZATION = 30
```

## design/flow/run.sh

```bash
#!/bin/bash
# OpenROAD 26Q1-2900-gdf79404cd8, Yosys 0.63+post, stock flow scripts
make -C /OpenROAD-flow-scripts/flow DESIGN_CONFIG=/design/flow/config.mk WORK_HOME=/design/flow/orfs finish
```

## design/flow/constraint.sdc

```tcl
current_design fifo32X8

set clk_period 9.7
set clk_io_pct 0.2

create_clock -name clk0 -period $clk_period [get_ports {clk}]

set non_clock_inputs [all_inputs -no_clocks]
set_input_delay [expr $clk_period * $clk_io_pct] -clock clk0 $non_clock_inputs
set_output_delay [expr $clk_period * $clk_io_pct] -clock clk0 [all_outputs]
```

## design/flow/design.v

```verilog
module fifo32X8(din, dout, clk, rstN, wrN, rdN, empty, full);
input [7:0] din;
input clk, rstN, wrN, rdN;
output [7:0] dout;
output empty, full;
wire [7:0] data_even, data_odd;
reg [7:0] din_even, din_odd, dout_even, dout_odd;
wire mem_empty_even, mem_empty_odd, mem_full_even, mem_full_odd;
wire rdN_even, rdN_odd, wrN_even, wrN_odd, ldN_even, ldN_odd;
fifo_mem mem_even(.data(data_even),.clk(clk),.rstN(rstN),.wrN(wrN_even),
                  .rdN(rdN_even), .empty(mem_empty_even), .full(mem_full_even));
fifo_mem mem_odd(.data(data_odd),.clk(clk),.rstN(rstN),.wrN(wrN_odd),
                  .rdN(rdN_odd), .empty(mem_empty_odd), .full(mem_full_odd));
fifo_cntrl cntrl(clk, rstN, wrN, rdN, empty, full, mem_empty_even, mem_empty_odd,
                mem_full_even, mem_full_odd, ldN_even, ldN_odd, out_sel_odd_evenN,
                rdN_even, wrN_even, rdN_odd, wrN_odd);
always @(posedge clk)
  if (!ldN_even) din_even <= din;
always @(posedge clk)
  if (!ldN_odd) din_odd <= din;
always @(posedge clk)
  if (!rdN_even) dout_even <= data_even;
always @(posedge clk)
  if (!rdN_odd) dout_odd <= data_odd;
assign dout = (out_sel_odd_evenN) ? dout_odd : dout_even;
assign data_even = (wrN_even) ? 8'bz : din_even;
assign data_odd = (wrN_odd) ? 8'bz : din_odd;
endmodule
module fifo_cntrl(clk, rstN, wrN, rdN, empty, full, mem_empty_even, mem_empty_odd,
                mem_full_even, mem_full_odd, ldN_even, ldN_odd, out_sel_odd_evenN,
                rdN_even, wrN_even, rdN_odd, wrN_odd);
input clk, rstN, wrN, rdN;
input mem_full_even, mem_full_odd, mem_empty_even, mem_empty_odd;
output ldN_even, ldN_odd, out_sel_odd_evenN, rdN_even, wrN_even, rdN_odd, wrN_odd, empty, full;
reg out_sel_odd_evenN, in_sel_odd_evenN, mem_empty_even_dly, mem_empty_odd_dly,
    dout_avail_even, dout_avail_odd;
reg ldN_even_dly, ldN_odd_dly, wrN_even_dly_by_rdN, wrN_odd_dly_by_rdN;
wire rdN_mem_even, rdN_mem_odd;
wire first_dout_even, first_dout_odd;
always @(posedge clk or negedge rstN)
  if (!rstN) out_sel_odd_evenN <= 0;
  else if (!rdN) out_sel_odd_evenN <= ~out_sel_odd_evenN;
always @(posedge clk or negedge rstN)
  if (!rstN) in_sel_odd_evenN <= 0;
  else if (!wrN) in_sel_odd_evenN <= ~in_sel_odd_evenN;
always @(posedge clk or negedge rstN)
  if (!rstN) mem_empty_even_dly <= 0;
  else mem_empty_even_dly <= mem_empty_even;
always @(posedge clk or negedge rstN)
  if (!rstN) mem_empty_odd_dly <= 0;
  else mem_empty_odd_dly <= mem_empty_odd;
always @(posedge clk or negedge rstN)
  if (!rstN) dout_avail_even <= 0;
  else if (mem_empty_even_dly && !mem_empty_even) dout_avail_even <= 1'b1;
       else if (mem_empty_even && !rdN && !out_sel_odd_evenN) dout_avail_even <= 1'b0;
always @(posedge clk or negedge rstN)
  if (!rstN) dout_avail_odd <= 0;
  else if (mem_empty_odd_dly && !mem_empty_odd) dout_avail_odd <= 1'b1;
       else if (mem_empty_odd && !rdN && out_sel_odd_evenN) dout_avail_odd <= 1'b0;
always @(posedge clk)
  if (!rstN)
  begin
    ldN_even_dly <= 1'b1;
    ldN_odd_dly <= 1'b1;
    wrN_even_dly_by_rdN <= 1'b1;
    wrN_odd_dly_by_rdN <= 1'b1;
  end
  else
  begin
    ldN_even_dly <= ldN_even;
    ldN_odd_dly <= ldN_odd;
    wrN_even_dly_by_rdN <= ~(~ldN_even_dly & ~ rdN_mem_even);
    wrN_odd_dly_by_rdN <= ~(~ldN_odd_dly & ~ rdN_mem_odd);
  end
assign rdN_mem_even = ~(~mem_empty_even & ~out_sel_odd_evenN & ~rdN);
assign rdN_mem_odd = ~(~mem_empty_odd & out_sel_odd_evenN & ~rdN);
assign ldN_even = ~(~in_sel_odd_evenN & ~wrN);
assign ldN_odd = ~(in_sel_odd_evenN & ~wrN);
assign first_dout_even = ~mem_empty_even & mem_empty_even_dly & ~ dout_avail_even;
assign first_dout_odd = ~mem_empty_odd & mem_empty_odd_dly & ~ dout_avail_odd;
assign rdN_even = ~(~rdN_mem_even | first_dout_even);
assign rdN_odd = ~(~rdN_mem_odd | first_dout_odd);
assign wrN_even = ~(~wrN_even_dly_by_rdN | (rdN_mem_even & ~ldN_even_dly));
assign wrN_odd = ~(~wrN_odd_dly_by_rdN | (rdN_mem_odd & ~ldN_odd_dly));
assign full = mem_full_even & mem_full_odd;
assign empty = ~dout_avail_even & ~dout_avail_odd;
endmodule
module fifo_mem(data, clk, rstN, wrN, rdN, empty, full);
inout [7:0] data;
input clk, rstN, wrN, rdN;
output empty, full;
reg [4:0] wr_cntr, rd_cntr;
wire [3:0] addr;
ram16X8 ram(.data(data),.addr(addr),.wrN(wrN),.oe(wrN), .clk(clk));
always @(posedge clk or negedge rstN)
  if (!rstN) wr_cntr <= 0;
  else if (!wrN) wr_cntr <= wr_cntr +1;
always @(posedge clk or negedge rstN)
  if (!rstN) rd_cntr <= 0;
  else if (!rdN) rd_cntr <= rd_cntr +1;
assign addr = wrN ? rd_cntr[3:0] : wr_cntr[3:0];
assign empty = ((wr_cntr == rd_cntr) && !(wr_cntr[4] ^ rd_cntr[4])) ? 1'b1 : 1'b0;
assign full = ((wr_cntr == rd_cntr) && (wr_cntr[4] ^ rd_cntr[4])) ? 1'b1 : 1'b0;
endmodule
module ram16X8(data, addr, oe, wrN, clk);
inout [7:0] data;
input [3:0] addr;
input wrN, oe, clk;
reg [7:0] dout;
reg [7:0] ram0, ram1, ram2, ram3, ram4, ram5, ram6, ram7, ram8, ram9, ram10, ram11, ram12, ram13, ram14, ram15;
always @(posedge clk)
if (!wrN) begin
  if (addr == 4'h0) ram0 <= data;
  if (addr == 4'h1) ram1 <= data;
  if (addr == 4'h2) ram2 <= data;
  if (addr == 4'h3) ram3 <= data;
  if (addr == 4'h4) ram4 <= data;
  if (addr == 4'h5) ram5 <= data;
  if (addr == 4'h6) ram6 <= data;
  if (addr == 4'h7) ram7 <= data;
  if (addr == 4'h8) ram8 <= data;
  if (addr == 4'h9) ram9 <= data;
  if (addr == 4'ha) ram10 <= data;
  if (addr == 4'hb) ram11 <= data;
  if (addr == 4'hc) ram12 <= data;
  if (addr == 4'hd) ram13 <= data;
  if (addr == 4'he) ram14 <= data;
  if (addr == 4'hf) ram15 <= data;
end
always @(addr or ram0 or ram1 or ram2 or ram3 or ram4 or ram5 or ram6 or ram7 or ram8 or ram9 or ram10 or ram11 or ram12 or ram13 or ram14 or ram15)
begin
  case (addr)
    4'h0 : dout = ram0;
    4'h1 : dout = ram1; 
    4'h2 : dout = ram2; 
    4'h3 : dout = ram3; 
    4'h4 : dout = ram4; 
    4'h5 : dout = ram5; 
    4'h6 : dout = ram6; 
    4'h7 : dout = ram7; 
    4'h8 : dout = ram8; 
    4'h9 : dout = ram9; 
    4'ha : dout = ram10; 
    4'hb : dout = ram11; 
    4'hc : dout = ram12; 
    4'hd : dout = ram13; 
    4'he : dout = ram14; 
    4'hf : dout = ram15; 
  endcase
end
assign data = oe?dout: 8'bz;
endmodule
```

==> run notes <==
Implementation results

Of the post-synthesis cell area, the dominant cell type holds 0.6607. Synthesis inferred 318 register bits. Yosys mapped a number of flops with a built-in enable equal to 288. The sequential area share after synthesis is 0.7165. Per the Yosys statistics, synthesis produced 877 cells. The main area contributors are edfxtp_1 66%, dfrtp_1 5.0%, nand2_1 2.2%, a22oi_1 2.1%, mux2i_1 1.7%. Of all cell types, the one taking the most synthesized area is edfxtp_1. In the synthesized netlist the dominant register cell turns out to be edfxtp_1. The first error in the log reads "ERROR: Found 16 problems in 'check -assert'". The run stopped with a tool error. After synthesis, the chip area reported by Yosys is 13090 sq um. For this run, the number of Yosys warnings is 8. The synthesized netlist contains 79 unique library cells. The async set-or-reset flop fraction in the synthesized netlist is 0.08176. The failing step is synthesis.
## logic make-up after synthesis
kind of cell / after synthesis / synth area share
compound gates: 179 / 0.1121
flops: 318 / 0.7165
xor+xnor: 26 / 0.01797
fa+ha+maj: 4 / 0.003824
simple gates: 234 / 0.08956
buf+inv: 77 / 0.02686
mux: 38 / 0.03288
other cells: 1 / 0.0002865
## synth_stat cells, types with 7 or more instances
library cell / number
o21ai_0: 19
nand4_1: 8
nand2b_1: 9
a221oi_1: 10
mux2i_1: 22
nand3_1: 19
clkbuf_1: 8
dfrtp_1: 26
mux2_2: 11
edfxtp_1: 288
o22ai_1: 12
a21oi_1: 7
xnor2_1: 16
buf_2: 11
nand2_1: 77
nor2_1: 54
o32a_1: 7
o221ai_1: 13
a221o_1: 7
and3_1: 23
a222oi_1: 20
buf_4: 11
nor2b_1: 14
a22oi_1: 36
inv_1: 43
a31oi_1: 10
xor2_1: 9
