<file path="flow/config.mk">
export PLATFORM = sky130hd
export DESIGN_NAME = memory
export DESIGN_NICKNAME = memory
export VERILOG_FILES = /design/flow/design.v
export SDC_FILE = /design/flow/constraint.sdc
export NUM_CORES = 4
export LEC_CHECK = 1
export CORE_UTILIZATION = 40
</file>
<file path="flow/constraint.sdc">
current_design memory

set clk_period 4.7
set clk_io_pct 0.2

create_clock -name clk0 -period $clk_period [get_ports {clk}]

set non_clock_inputs [all_inputs -no_clocks]
set_input_delay [expr $clk_period * $clk_io_pct] -clock clk0 $non_clock_inputs
set_output_delay [expr $clk_period * $clk_io_pct] -clock clk0 [all_outputs]
</file>
<file path="flow/design.v">
module memory
#(
	parameter integer AWIDTH=5,
	parameter integer DWIDTH=8
 )
 (
	input wire	clk,
	input wire	wr,
	input wire	rd,
	input wire [AWIDTH-1:0]	addr,
	inout wire [DWIDTH-1:0] data
 );
	reg [DWIDTH-1:0] array [0:2**AWIDTH-1];
	always @(posedge clk)
		if (wr) array[addr] = data;
	assign data = rd ? array[addr] : 'bz;
endmodule
</file>
<file path="flow/run.sh">
#!/bin/bash
# OpenROAD 26Q1-2900-gdf79404cd8, Yosys 0.63+post, stock flow scripts
make -C /OpenROAD-flow-scripts/flow DESIGN_CONFIG=/design/flow/config.mk WORK_HOME=/design/flow/orfs finish
</file>
==> insert_results.sql <==
-- load yosys + openroad results
INSERT INTO impl_metrics (metric_group, metric, value, unit) VALUES
('clock_tree', 'ctsResizeCount', '0', ''),
('synth', 'ys_cells', '568', ''),
('die', 'top_level_ports', '16', ''),
('die', 'die_w', '160', 'um'),
('synth', 'yosys_chip_area', '0.0100', 'sq mm'),
('synth', 'synth.yosys.seq_area_share', '76.5', '%'),
('clock_tree', 'cts-root-to-sink-buffers', '3', ''),
('synth', 'yosys_warnings', '2', ''),
('die', 'rows', '57', ''),
('place', 'gp_congestion', '0.844', ''),
('synth', 'synth.lib_cells_used.distinct', '23', ''),
('status', 'status', 'did not finish', ''),
('clock_tree', 'cts-buffers-inserted', '26', ''),
('place', 'quantity_of_i_o_buffers_inserted_on_ports', '6', ''),
('clock_tree', 'clk_root_buffer_cell', 'clkbuf_16', ''),
('synth', 'mappedNetlistArea', '0.0100', 'sq mm'),
('clock_tree', 'post_cts_buffers', '0', ''),
('die', 'floorplan.die.height', '160', 'um'),
('place', 'placed_cell_count', '890', ''),
('synth', 'synth_flops', '256', ''),
('synth', 'yosys.area.top_type_share', '76.5', '%'),
('synth', 'post_synth_inst_count', '568', ''),
('synth', 'yosys-top-cells-area', 'edfxtp_1 (77%), mux2i_1 (13%), o22ai_1 (3.9%), buf_2 (1.1%), nor2_1 (1.1%)', ''),
('clock_tree', 'htree_levels', '1', ''),
('clock_tree', 'cts.sink_count', '256', ''),
('place', 'dp_hpwl', '12.5', 'mm'),
('synth', 'netlist.top_cell.by_area', 'edfxtp_1', ''),
('status', 'last-stage-reached', 'clock tree synthesis (4_1_cts)', ''),
('die', 'fp_util', '41.1', '%'),
('clock_tree', 'cts-hold-fix-buffers', '0', ''),
('synth', 'syn_area_per_cell', '17.7', 'sq um'),
('status', 'firstError', '[error] [KeplerFormal.cpp:679] Workflow failed: Iso has multiple drivers: .data0, _541_.Y0', '');
==> Yosys cell counts, drive strengths merged <==
cell type / count
nand4: 1
or4bb: 1
nand3b: 4
mux2i: 128
nand3: 2
nand2: 10
or3b: 3
nor4: 16
nand4bb: 5
nor3: 4
o22ai: 64
edfxtp: 256
or4: 1
nor2: 29
or3: 1
or4b: 4
nand4b: 4
clkbuf: 9
buf: 26
==> stage by stage <==
step	setup slack (ns)	area, sq um	utilization, %	hold slack (ns)
detailed placement	0.407	10600	43.2	1.23
global placement	0.495	10600	43.2	1.21
floorplan	1.32	10000	-	1.15
==> cell families after synthesis <==
| kind of cell | count (synthesis) | synth area share, % |
|---|---|---|
| simple gates | 85 | 4.93 |
| mux | 128 | 12.8 |
| compound gates | 64 | 4.05 |
| buf+inv | 35 | 1.74 |
| flops | 256 | 76.5 |
